File: run.sh
#!/bin/bash
# OpenROAD 26Q1-2900-gdf79404cd8, Yosys 0.63+post, stock flow scripts
make -C /OpenROAD-flow-scripts/flow DESIGN_CONFIG=/design/flow/config.mk WORK_HOME=/design/flow/orfs finish
File: config.mk
export PLATFORM = sky130hd
export DESIGN_NAME = FSM
export DESIGN_NICKNAME = FSM
export VERILOG_FILES = /design/flow/design.v
export SDC_FILE = /design/flow/constraint.sdc
export NUM_CORES = 4
export LEC_CHECK = 1
export CORE_AREA = 10 10 70 70
export DIE_AREA = 0 0 80 80
File: constraint.sdc
current_design FSM

set clk_period 1.0
set clk_io_pct 0.2

create_clock -name clk0 -period $clk_period [get_ports {clk}]

set non_clock_inputs [all_inputs -no_clocks]
set_input_delay [expr $clk_period * $clk_io_pct] -clock clk0 $non_clock_inputs
set_output_delay [expr $clk_period * $clk_io_pct] -clock clk0 [all_outputs]
File: design.v
module FSM(clk, rst, inp, outp);
    input clk, rst, inp;
    output reg outp;
    reg [1:0] state;
    reg [1:0] next_state;
    parameter a = 2'b00;
    parameter b = 2'b01;
    parameter c = 2'b10;
    parameter d = 2'b11;
    always @(posedge clk, posedge rst)
    begin
        if(rst==1'b1)
        begin
				state<=a;  
        end
	else
	begin
		state<=next_state;
	end
    end
    always @(inp, state)
    begin
        next_state=a;
        outp = 1'b0;
        case(state)
            a:
            begin
                if(inp==1'b1)
                begin
                    next_state=b;
						  outp = 1'b0;
                end
                else
                begin
                    next_state=a;
						  outp = 1'b0;
                end
            end
            b:
            begin
                if(inp==1'b1)
                begin
                    next_state=c;
						  outp = 1'b0;
                end
                else
                begin
                    next_state=a;
						  outp = 1'b0;
                end
            end
            c:
            begin
                if(inp==1'b1)
                begin
                    next_state=d;
                    outp = 1'b0;
                end
                else
                begin
                    next_state=a;
						  outp = 1'b1;
                end
            end
            d:
            begin
                if(inp==1'b0)
                begin
                    next_state=a;
						  outp = 1'b0;
                end
                else
                begin
                    next_state=d;
						  outp = 1'b0;
                end
            end
            default:
            begin
                next_state=a;
                outp = 1'b0;
            end
        endcase
    end
endmodule
==> results.toml <==
# physical design summary
[outcome]
violations = "setup timing"
status = "finished with violations"

[grt]
grt.busiest_layer = "met3"
grt_use_met3_pct = 1.36
antenna_found_initial = 0
groute.usage.overall_pct = 0.951
use_met2_pct = 0.803
grt_max_degree = 6
grt_pass1_wl_um = 427
grt_overflow = 0
grt_use_met1_pct = 1.14
grt_pass1_vias = 102

[logic_synthesis]
largest_area_cell = "dfrtp_1"
synth_area_um2 = 144
synth.most_common_cell = "dfrtp_1"
top_cell_area_share_pct = 52.2
yosys_warnings = 1
yosys_most_used_dff = "dfrtp_1"
synth.avg_cell_area_um2 = 14.4
area_leaders = "dfrtp_1 (52%), dfstp_2 (18%), and2_2 (10%), nor4_2 (8.7%), inv_1 (5.2%)"
common_cells = "dfrtp_1 (3), and2_2 (2), inv_1 (2)"
yosysSeqAreaShare_pct = 70.4
yosysUniqueCellTypes = 6
ys_seq_elements = 4
async_reset_ff_share_pct = 100
yosysChipArea_um2 = 144
edf_count = 0
yosys_cells = 10
syn_inst = 10

[cts]
clk_latency_ns = 0.24
cts.sinks = 4
numCtsBuffers = 3
htreeDepth = 1
hold_buffers = 0
cts.clk_slew.worst_paths_ns = 0.04
cts_tree = "done"
cts-root-buf = "clkbuf_4"
clock_path_buffers = 2

[routing]
routedWlPerCell_um = 4.51
ant_nets = 0
finalWirelength_um = 284
drc = 0
via_count = 93
drt-pass1-iter-count = 1
via_per_inst = 1.48
drt-initial-drc-count = 0
diodes = 0

[placed_design]
place_area_um2 = 231
dpl.cell_count = 59
io_buffer_count = 3
gp_congestion = 0.618
pre_cts_ws_ns = -0.764
dp_hpwl_um = 242

[setup_path]
cp.required_ns = 0.80
cp_slowest_cell = "dfrtp_1"
slowest_delay_ns = 0.38
end_kind = "output port"
critPathLaunchType = "flip-flop"
critPathMaxFanout = 2
path_class = "reg -> out"
cp.arrival_ns = 1.00
path_cells = "nor4_2, buf_2"

[sta]
setup_viol = 1
finalWorstSetupSlack_ns = -0.197
timing.final.crit_share_pct = 120
fmax_mhz = 835
relSlewSlack_pct = 86.3
fin_crit_ns = 1.20
final-hold-violation-count = 0
skew_ns = 0.00855
rsz0062_at_grt = "yes"
worst_pin_slew_ns = 0.203
report.final.slew_viol_count = 0

[final_layout]
largest_registers = "state: 4 flops"
design_area_um2 = 253
top_register = "state"
largest_reg_flops = 4
area_growth_syn_to_layout_pct = 75.7
drive_gt1_share_pct = 47.1
final-instance-count-excl-fill = 63

[floorplanning]
core_um2 = 3420
fp-row-count = 21
dieHeight_um = 80
die_area_um2 = 6400
ioPinCount = 4
die_x_um = 80
fp-utilization_pct = 4.21

[run]
warnings = 27
max_cap_viol_count = 0

[power_and_ir_drop]
leakagePower_nw = 0.100
p_total_uw = 413
pwr_density_cell_nw_per_um2 = 1640
ir_drop_v = 0.000403

[hold_path]
min_path_type = "in -> async"
==> placed cells by master (no fill, tap or decap) <==
cell type	synthesis	layout
clkbuf_4	0	3
dfrtp_1	3	3
and2_2	2	2
inv_1	2	2
clkdlybuf4s50_1	0	2
o21a_1	1	1
nor4_2	1	1
clkbuf_1	0	1
buf_2	0	1
dfstp_2	1	1
==> cells by family (layout without fill, tap and decap cells) <==
family / after synthesis / after routing / share of synthesized area (%)
AOI/OAI and AO/OA: 1 / 1 / 5.22
DFF: 4 / 4 / 70.4
and+or+nand+nor: 3 / 3 / 19.1
buffers and inverters: 2 / 9 / 5.22
==> path summary, 6_finish.rpt <==
path / from / endpoint / slack, ns / depth (start not counted)
min: rst / state[3] / 0.15 / 2
max in group asynchronous: rst / state[0] / 0.62 / 2
min in group clk0: state[1] / state[3] / 0.47 / 1
max reg2reg: state[0] / state[2] / 0.29 / 1
max: state[2] / outp / -0.20 / 2
min reg2reg: state[1] / state[3] / 0.47 / 1
==> stage by stage <==
step                util (%)  hold slack, ns  setup TNS (ns)
detailed placement      6.78           0.406          -0.800
global route            7.40           0.168          -0.265
CTS                     7.40           0.152          -0.243
floorplan                  -         -0.0346               0
global placement        6.78           0.400          -0.724
finish                  7.40           0.148          -0.197
==> power breakdown <==
group          leakage [nW]  internal (mW)  total [mW]  switching (mW)
Clock                0.0150          0.149       0.214          0.0641
Sequential           0.0504          0.172       0.176         0.00430
Combinational        0.0346         0.0143      0.0233         0.00895
==> layer usage <==
metal	wire length (um)	vias to the layer above
met5	0	-
met4	0	0
met3	43	0
met2	105	6
met1	135	42
li1	-	45
==> worst max-delay path: cells and delay by family, from the launching register on <==
family	cells	cell delay [ns]
and+or+nand+nor	1	0.25
buffers and inverters	1	0.14
DFF	1	0.38
==> area by class of cell <==
class / count / area [um2]
well taps: 46 / 57.6
fillers: 413 / 3160
clock buffers: 4 / 26.3
inverters: 2 / 7.51
repair buffers: 3 / 25.0
flip-flops and latches: 4 / 101
multi-input cells: 4 / 35.0
==> timing repair <==
action                                  4_1_cts  5_1_grt
pin swaps                                     1        0
endpoints found under the setup margin        1        1
resized                                       3        0
setup buffers                                 0        0
No activity file was given, so power comes from the tool's default toggle rates.
